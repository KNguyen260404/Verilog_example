### flow/design.v
module half_adder (
    input a,
    input b,
    output sum,
    output carry
);
    assign sum = a ^ b;
    assign carry = a & b;
endmodule
module full_adder_1bit(
	input a,
	input b,
	input cin,
	output sum,
	output cout
);
	wire sum1;
	wire carry1;
	wire carry2;
	half_adder ha1(
               .a(a),
		       .b(b),
		       .sum(sum1),
		       .carry(carry1)
	);
	half_adder ha2(
               .a(sum1),
		       .b(cin),
		       .sum(sum),
		       .carry(carry2) 		
	);
	assign cout = carry1 | carry2;
endmodule
module full_adder_64bit(
    input [63:0] a,
    input [63:0] b,
    input cin,
    output [63:0] sum,
    output cout,
    output overflow 
);
    wire [64:0] carry;
    assign carry[0] = cin;
    assign cout = carry[64];
    genvar i;
    generate
        for(i = 0 ; i < 64 ; i = i + 1) begin : full_adder_loop
            full_adder_1bit fa(
                .a(a[i]),
                .b(b[i]),
                .cin(carry[i]),
                .sum(sum[i]),
                .cout(carry[i+1])
            );
        end
    endgenerate
    assign overflow = (a[63] == b[63]) && (a[63] != sum[63]);
endmodule
### flow/run.sh
#!/bin/bash
# OpenROAD 26Q1-2900-gdf79404cd8, Yosys 0.63+post, stock flow scripts
make -C /OpenROAD-flow-scripts/flow DESIGN_CONFIG=/design/flow/config.mk WORK_HOME=/design/flow/orfs finish
### flow/config.mk
export PLATFORM = sky130hd
export DESIGN_NAME = full_adder_64bit
export DESIGN_NICKNAME = full_adder_64bit
export VERILOG_FILES = /design/flow/design.v
export SDC_FILE = /design/flow/constraint.sdc
export NUM_CORES = 4
export LEC_CHECK = 1
export CORE_AREA = 10 10 114 114
export DIE_AREA = 0 0 124 124
### flow/constraint.sdc
current_design full_adder_64bit

set clk_period 50.1
set clk_io_pct 0.2

create_clock -name clk0 -period $clk_period

set non_clock_inputs [all_inputs -no_clocks]
set_input_delay [expr $clk_period * $clk_io_pct] -clock clk0 $non_clock_inputs
set_output_delay [expr $clk_period * $clk_io_pct] -clock clk0 [all_outputs]
==> changes_impl.md <==
### Metrics

- Site row count: 37
- Sequential fraction of design power: 0%
- Maximum Capacitance Violations: 0
- Number of warnings in the stage logs: 33
- Worst setup SP type: input pin
- Minimum clock period: 46.30 ns
- Fraction of final layout cells with drive strength greater than 1: 0%
- Flops: 0
- Proportion of synthesized chip area in sequential cells: 0%
- Number of placed I/O pins: about 200
- Wire length of the first global-routing pass: approximately 10000 µm
- Slowest Stage Delay on Critical Path: around 0.48 ns
- Logic gate share of total power: around 100%
- Number of setup buffers added after CTS: 0
- Largest net degree at the start of global routing: 4
- Area of the placeable core: approximately 10000 µm²
- Effective utilization at floorplan: around 18%
- Area growth from synthesis to layout: 89.99%
- Final antenna diode count: 0
- Fill cell count: around 1100
- Pins Over Slew Limit: 0
- Post-synthesis chip area from yosys: 1824 µm²
- Minimum setup slack in the final design: 3.803 ns
- Highest ir drop seen on vdd: roughly 0.0000066 V
- Maximum fanout count along the critical path: 2
- Gate Area: around 1300 µm²
- Number of instances in the synthesized netlist: approximately 140
- Routability congestion estimate: approximately 0.85
- Summed area of non-filler cells in the final layout: around 3500 µm²
- Antenna violation net count after detailed routing: 0
- Setup repair after global routing missed its margin: no
- Leading cell types by total area after synthesis: sky130_fd_sc_hd__fa_1 70%, sky130_fd_sc_hd__buf_4 26%, sky130_fd_sc_hd__inv_1 2.1%
- Class of the most critical setup path: in2out
- Total of hold buffers inserted after clock tree synthesis: 0
- Post-synth top cells: 64 x sky130_fd_sc_hd__buf_4, 64 x sky130_fd_sc_hd__fa_1, 10 x sky130_fd_sc_hd__inv_1
- Number of clock buffers in the layout: 0
- Vias in the first global route: around 1700
- Capturing element type of the critical path: primary output
- Maximum clock frequency: around 22 MHz
- Pre-CTS setup slack: between 3 and 4 ns
- Internal Dissipation: between 30 and 40 µW
- Top cell type's share of synthesized area: roughly 70%
- Area taken by flip-flops and latches: 0 µm²
- IO Port Bufs: around 200
- Slowest library cell on the worst path: sky130_fd_sc_hd__clkdlybuf4s50_1
- Static leakage power: about 1.3 nW
- Max-slew headroom: 91.35%
- Switching fraction of total power: a little over a quarter
- Die X-Extent: 124 µm
- HPWL after detailed placement: 6841 µm
- Worst Tran Pin Value: 0.1293 ns
- Detailed-route wire length per cell: around 17 µm
- Cell total in the yosys stat output: about 140
- Top delay family on crit path: adder cells
- Post-Syn Area: ~1800 µm²
- Critical path required time: 40.08 ns
- Chip Area: between 15000 and 20000 µm²
- Power density over the cells: ~13 nW/µm²
- Share of the clock period used by the worst path: around 92%
- Final setup violating endpoints: 0
- First-iteration detailed-routing DRC count: 23
- Number of hold violations in the final report: 0
- Number of distinct library cells after synthesis: 6
- Design Power: ~44 µW
- Final TNS setup: 0 ns
- Aggregate global-route resource usage: 8.563%
- Die boundary height: ~120 µm
- Worst path bufs/invs: 5
- Most used cell, CP: sky130_fd_sc_hd__fa_1
- DRC viols: 0
- Vias after detailed routing: roughly 1400
- Mean cell area of the mapped netlist: 12.94 µm²
- Total of cells resized after clock tree synthesis: 0
- TritonRoute pass-1 iters: 3
- DR vias/cell: 3.493
- Net switching power: roughly 12 µW
- Biggest area consumer among synthesized cells: sky130_fd_sc_hd__fa_1
- Final global-route overflow total: 0
- Number of warnings issued by yosys: 0
- Instance area after placement: about 3500 µm²
- Classification of the worst-slack hold path: in2out
- Proportion of power drawn by the clock network: 0%
- Outcome: completed
- Data arrival time of the critical path: 36.28 ns
- Total detailed-routing wirelength: about 7000 µm
- Initial antenna violation count: 0
## per-stage QoR
| stage | util [%] | std cells | hold slack [ns] |
|---|---|---|---|
| floorplan | - | 141 | 20.12 |
| global placement | 33.27 | 408 | 21.09 |
| detailed placement | 33.27 | 408 | 21.08 |
| CTS | 33.27 | 408 | 21.09 |
| global route | 33.27 | 408 | 21.13 |
| finish | 33.27 | 408 | 21.08 |
## logic make-up after synthesis
group         Yosys count  share of synthesized area, %
xor+xnor                1                        0.4802
fa+ha+maj              65                         70.92
buf+inv                74                         28.40
simple gates            1                        0.2056
## worst min-delay path: cells and delay by family
kind	cells	cell delay (ns)
buffers and inverters	4	0.89
adder cells (fa/ha/maj)	1	0.15
## cells in the final DEF, fill, tap and decap left out
master	Yosys	final
sky130_fd_sc_hd__ha_1	1	1
sky130_fd_sc_hd__xor2_1	1	1
sky130_fd_sc_hd__fa_1	64	64
sky130_fd_sc_hd__nor2_1	1	1
sky130_fd_sc_hd__clkdlybuf4s50_1	0	195
sky130_fd_sc_hd__inv_1	10	10
## power by group through the flow
stage	clock [mW]	combinational (mW)	sequential [mW]
after CTS	0	0.0455	0
after global routing	0	0.0495	0
final	0	0.0438	0
## metal layers
metal / up-vias / track usage (%) / routed length, µm
li1: 611 / - / -
met4: 0 / 0 / 0
met3: 0 / 7.668 / 1880
met2: 174 / 11.75 / 2488
met1: 640 / 10.61 / 2569
met5: - / 0 / 0
## final cells by class
cell class | count | area share [%]
well taps | 136 | 4.910
inverters | 10 | 1.083
repair buffers | 195 | 56.32
multi-input cells | 67 | 37.69
## final timing paths
path,from,depth (start not counted),to
worst max-delay path,a[0],71,overflow
worst min-delay path,cin,5,sum[0]
No activity file was given, so power comes from the tool's default toggle rates.
