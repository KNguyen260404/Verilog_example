**design/flow/config.mk**
```make
export PLATFORM = sky130hd
export DESIGN_NAME = simple_fifo
export DESIGN_NICKNAME = simple_fifo
export VERILOG_FILES = /design/flow/design.v
export SDC_FILE = /design/flow/constraint.sdc
export NUM_CORES = 4
export LEC_CHECK = 1
export CORE_UTILIZATION = 50
```
**design/flow/constraint.sdc**
```tcl
current_design simple_fifo

set clk_period 4.5
set clk_io_pct 0.2

create_clock -name clk0 -period $clk_period [get_ports {clk}]

set non_clock_inputs [all_inputs -no_clocks]
set_input_delay [expr $clk_period * $clk_io_pct] -clock clk0 $non_clock_inputs
set_output_delay [expr $clk_period * $clk_io_pct] -clock clk0 [all_outputs]
```
**design/flow/design.v**
```verilog
module simple_fifo #(
    parameter DATA_WIDTH = 8,
    parameter FIFO_DEPTH = 16
)(
    input clk,
    input reset,
    input write_enable,
    input read_enable,
    input [DATA_WIDTH-1:0] data_in,
    output reg [DATA_WIDTH-1:0] data_out,
    output reg empty,
    output reg full
);
    reg [DATA_WIDTH-1:0] memory [0:FIFO_DEPTH-1];
    reg [$clog2(FIFO_DEPTH):0] write_ptr;
    reg [$clog2(FIFO_DEPTH):0] read_ptr;
    reg [$clog2(FIFO_DEPTH):0] count;
    always @(*) begin
        empty = (count == 0);
        full = (count == FIFO_DEPTH);
    end
    always @(posedge clk or posedge reset) begin
        if (reset) begin
            write_ptr <= 0;
            read_ptr <= 0;
            count <= 0;
        end else begin
            if (write_enable && !full) begin
                memory[write_ptr[($clog2(FIFO_DEPTH)-1):0]] <= data_in;
                write_ptr <= write_ptr + 1;
                count <= count + 1;
            end
            if (read_enable && !empty) begin
                data_out <= memory[read_ptr[($clog2(FIFO_DEPTH)-1):0]];
                read_ptr <= read_ptr + 1;
                count <= count - 1;
            end
        end
    end
endmodule 
```
**design/flow/run.sh**
```bash
#!/bin/bash
# OpenROAD 26Q1-2900-gdf79404cd8, Yosys 0.63+post, stock flow scripts
make -C /OpenROAD-flow-scripts/flow DESIGN_CONFIG=/design/flow/config.mk WORK_HOME=/design/flow/orfs finish
```
==> job_summary.md <==
### Yosys + OpenROAD results

| Metric | Value |
|---|---|
| Status | `complete, no violations` |
| Final hold violation count | `0` |
| Post-synth top cells | `edfxtp_1 (136), nand2_1 (24), a22oi_1 (22), nor2_1 (15), a21oi_1 (14)` |
| Largest net degree at the start of global routing | `24` |
| Peak Freq | `338 MHz` |
| First-pass GRT wire length | `20000 µm` |
| EDFF count, synth | `136` |
| Pre-antenna DRT Iters | `23` |
| Post-route ant nets | `0` |
| DR vias | `3425` |
| Root Driver | `clkbuf_16` |
| Clock power frac | `0.304` |
| Final tally of setup violations | `0` |
| Worst Hold Launch | `memory[0][4]$_DFFE_PP_` |
| Hpwl dp | `8260 µm` |
| Synth Instances | `382` |
| Gp weighted congestion | `0.863` |
| GRT Util Overall | `0.241` |
| CTS max path bufs | `2` |
| Peak supply drop | `0.333 mV` |
| Minimum clock period | `2960 ps` |
| Num ports | `22` |
| Yosys Instances | `382` |
| Synth Seq Share | `0.737` |
| Kind of end point of the critical path | `primary output` |
| CTS H-tree lvls | `4` |
| Worst EP arrival | `2060 ps` |
| Die area | `12400 µm²` |
| Buffer count from post-CTS setup fixing | `0` |
| Clock sinks | `149` |
| Synth Warn # | `2` |
| Flop pwr share | `0.406` |
| Worst-path maximum fanout | `5` |
| Sw frac | `0.314` |
| Unique masters post-synth | `49` |
| Initial antenna violation count | `0` |
| TritonCTS clock tree | `yes` |
| Count leader, synth | `edfxtp_1` |
| N_diodes | `0` |
| Cell Area, Synth | `5980 µm²` |
| Maxcap violations | `0` |
| Synth Area per Inst | `15.7 µm²` |
| Init Core Util | `0.519` |
| CTS buffer count | `17` |
| Least-Margin Pin Slew | `917 ps` |
| Area Overhead vs Synth | `15.6%` |
| Die height | `111 µm` |
| Main synth FF type | `edfxtp_1` |
| Pint | `3.08 mW` |
| Post-CTS sizing | `0` |
| Final wirelength | `12700 µm` |
| WS Path Type | `flop to primary output` |
| Pwr per Cell Area | `649 nW/µm²` |
| Rel. slew slack | `0.387` |
| Critical Path RT | `3600 ps` |
| Hold Buf Count CTS | `0` |
| Site Rows | `39` |
| Switching Power | `1.41 mW` |
| Grt ovf | `0` |
| Vias in the first global route | `3636` |
| Top cells, area | `edfxtp_1 (68%), dfrtp_1 (5.4%), a22oi_1 (2.8%), ha_1 (2.3%), a221oi_1 (1.9%)` |
| Chip Area, Yosys | `5980 µm²` |
| Hold WS | `550 ps` |
| Hold WC Path Type | `flop to flop` |
| WL per Instance | `22.5 µm` |
| Tool warning count | `31` |
| Clock latency on the worst-skew pair | `420 ps` |
| Fraction of layout instances using a drive strength above 1 | `0.0900` |
| # DRC | `0` |
| Top cell area share | `0.683` |
| Crit path from | `count[1]$_DFFE_PP0P_` |
| Post-Route Skew | `8.62 ps` |
| IO buf count | `21` |
| Lkg Pwr | `2.32 nW` |
| Max Slew Vio Count | `0` |
| RSZ-0062 raised after global routing | `no` |
| TNS Setup | `0 ps` |
| Post-synthesis register bit count | `149` |
| DR iter-0 viols | `296` |
| Core Box Area | `11500 µm²` |
| Asr flop ratio synth | `0.0872` |
| Reg clk slew, reported paths | `60 ps` |
| Via density | `6.06` |
| Chip Width | `111 µm` |
| Final Total Pwr | `4.49 mW` |
| CP Launch Type | `flop` |
| Synth area leader | `edfxtp_1` |
| Final period utilization | `0.657` |
| Comb pwr share | `0.290` |
| Critical R2R Launch | `read_ptr[0]$_DFFE_PP0P_` |
## per-layer routing
layer  share of wire  GRT usage  up-vias
met5               0          0        -
met4           0.029     0.0523        0
met3            0.12      0.125       24
met2            0.45      0.334      185
met1            0.41      0.385     1636
li1                -          -     1580
## cells in the final DEF (no fill, tap or decap), types with 10 or more instances in the layout
master,instances
clkdlybuf4s50_1,21
nor2_1,15
a21oi_1,14
dfrtp_1,13
inv_1,10
clkbuf_16,17
mux2i_1,10
edfxtp_1,136
a22oi_1,22
nand2_1,24
a221oi_1,13
ha_1,11
## state kept, by name, indices dropped and copies added, names as in the netlist
register / count
memory: 128
data_out: 8
count: 5
read_ptr: 4
write_ptr: 4
## worst paths after layout
path / slack (ps) / cells past startpoint / to
max reg2reg: 1630 / 6 / data_out[0]$_DFFE_PP_
min reg2reg: 550 / 1 / data_out[4]$_DFFE_PP_
min in group asynchronous: 870 / 2 / count[4]$_DFFE_PP0P_
min: 550 / 1 / data_out[4]$_DFFE_PP_
max in group asynchronous: 3300 / 2 / write_ptr[3]$_DFFE_PP0P_
max: 1540 / 3 / full
## worst max-delay path, stage by stage, from the launching register on
cell and delay, ps:
dfrtp_1 420, nor4_1 500, and2_1 240, clkdlybuf4s50_1 480
## power groups by stage
stage,Clock [mW],Combinational (mW),Sequential [mW]
after CTS,1.39,1.30,1.82
after global routing,1.44,1.44,1.85
final,1.37,1.30,1.82
## per-stage QoR
| stage | instance area (µm²) | utilization | setup slack [ps] | std cells |
|---|---|---|---|---|
| 2_1_floorplan | 5980 | - | 2070 | 382 |
| 4_1_cts | 6920 | 0.601 | 1490 | 565 |
| 6_report | 6920 | 0.601 | 1540 | 565 |
| 3_5_place_dp | 6340 | 0.551 | 1390 | 533 |
| 5_1_grt | 6920 | 0.601 | 1360 | 565 |
| 3_3_place_gp | 6340 | 0.551 | 1370 | 533 |
## area by class of cell
| type | count | area (µm²) |
|---|---|---|
| clock buffers | 20 | 437 |
| clock inverters | 12 | 135 |
| fillers | 875 | 4600 |
| inverters | 11 | 41.3 |
| multi-input cells | 201 | 1440 |
| flip-flops and latches | 149 | 4410 |
| well taps | 143 | 179 |
| repair buffers | 29 | 270 |
## cells by family after synthesis
family	synth area share
xor gates and xnor gates	0.0132
adders and majority gates	0.0264
DFF	0.737
AOI/OAI and AO/OA	0.120
and+or+nand+nor	0.0607
buffers and inverters	0.0215
muxes	0.0211
No activity file was given, so power comes from the tool's default toggle rates.
