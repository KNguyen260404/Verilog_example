**flow/design.v**
```verilog
module half_adder (
    input a,
    input b,
    output sum,
    output carry
);
    assign sum = a ^ b;
    assign carry = a & b;
endmodule
module full_adder_1bit(
	input a,
	input b,
	input cin,
	output sum,
	output cout
);
	wire sum1;
	wire carry1;
	wire carry2;
	half_adder ha1(
               .a(a),
		       .b(b),
		       .sum(sum1),
		       .carry(carry1)
	);
	half_adder ha2(
               .a(sum1),
		       .b(cin),
		       .sum(sum),
		       .carry(carry2) 		
	);
	assign cout = carry1 | carry2;
endmodule
module full_adder_32bit(
	input [31:0] a,
	input [31:0] b,
	input cin,
	output [31:0] sum,
	output cout,
	output overflow
);
	wire [32:0] carry;
	assign carry[0] = cin;
	assign cout = carry[32];
	genvar i;
	generate
		for(i = 0 ; i < 32 ; i = i + 1) begin : full_adder_loop
			full_adder_1bit fa(
				.a(a[i]),
				.b(b[i]),
				.cin(carry[i]),
				.sum(sum[i]),
				.cout(carry[i+1])
			);
		end
	endgenerate
	assign overflow = (a[31] == b[31]) && (a[31] != sum[31]);
endmodule
```
**flow/run.sh**
```bash
#!/bin/bash
# OpenROAD 26Q1-2900-gdf79404cd8, Yosys 0.63+post, stock flow scripts
make -C /OpenROAD-flow-scripts/flow DESIGN_CONFIG=/design/flow/config.mk WORK_HOME=/design/flow/orfs finish
```
**flow/config.mk**
```make
export PLATFORM = sky130hd
export DESIGN_NAME = full_adder_32bit
export DESIGN_NICKNAME = full_adder_32bit
export VERILOG_FILES = /design/flow/design.v
export SDC_FILE = /design/flow/constraint.sdc
export NUM_CORES = 4
export LEC_CHECK = 1
export CORE_AREA = 10 10 105 105
export DIE_AREA = 0 0 115 115
```
**flow/constraint.sdc**
```tcl
current_design full_adder_32bit

set clk_period 25.0
set clk_io_pct 0.2

create_clock -name clk0 -period $clk_period

set non_clock_inputs [all_inputs -no_clocks]
set_input_delay [expr $clk_period * $clk_io_pct] -clock clk0 $non_clock_inputs
set_output_delay [expr $clk_period * $clk_io_pct] -clock clk0 [all_outputs]
```
==> impl_metrics.py <==
# Flow results
metrics = {
    "finish": {
        "areaGrowthSynthToFinish_pct": 93.90,
        "fillers": 960,
        "fin_area_mm2": 0.001829,
        "clockBufferCount": 0,
        "flop_area_um2": 0,
        "seq_cell_count": 0,
        "layout-drive-gt1-share_pct": 0,
        "logic_area_um2": 665.6,
        "fin_cells": 252,
    },
    "floorplanning": {
        "design.portCount": 99,
        "fp.coreArea_mm2": 0.008763,
        "initCoreUtil_pct": 10.77,
        "die-height_um": 115,
        "chipArea_mm2": 0.01323,
        "die_w_um": 115,
        "number_of_core_rows": 34,
    },
    "setup_path": {
        "timing.critical_path.fanout_max": 2,
        "timing.critical_path.max_delay_family": "adder cells",
        "worst-setup-path-type": "input pin to primary output",
        "critical_path.endpoint_type": "primary output",
        "buf_inv_on_cp": 5,
        "crit_path_largest_cell_delay_ps": 490,
        "sort_of_element_at_the_start_of_the_critical_path": "input pin",
        "worst-endpoint-arrival_ps": 18750,
        "crit_top_cell": "fa_1",
        "timing.critical_path.required_ps": 20000,
        "slowest_stage": "clkdlybuf4s50_1",
    },
    "global_routing": {
        "global_route.usage.total_pct": 4.915,
        "grt_start_max_net_pins": 4,
        "global_route_wire_length_before_repair_mm": 5.085,
        "number_of_global_route_vias_before_repair": 960,
        "antenna_found_initial": 0,
        "grt_remaining_overflow": 0,
    },
    "power": {
        "p_leak_nw": 0.6880,
        "powerDensity_mw_per_mm2": 24.57,
        "irDropWorstVdd_v": 0.000009506,
        "pwr_total_mw": 0.04494,
    },
    "yosys": {
        "synth_cells": 77,
        "synth.cell_area_um2": 943.4,
        "synth.yosys.chip_area_um2": 943.4,
        "ys.warnings.count": 0,
        "synth_cell_type_count": 6,
        "postSynthSeqShare_pct": 0,
        "synth-cells-yosys": 77,
        "postSynthAreaPerCell_um2": 12.25,
    },
    "timing": {
        "timing_hold_violations_final": 0,
        "unrepaired_setup_endpoints_after_global_routing": "false",
        "report.final.slew_viol_count": 0,
        "report.final.setup_viol": 0,
        "timing.setup.tns_ps": 0,
        "timing.final.crit_period_ps": 23750,
        "worst_slew_margin_rel_pct": 89.90,
        "achievable-frequency_mhz": 42.11,
        "worst_pin_slew_ps": 151.1,
        "finalClockPeriodUsage_pct": 95.00,
        "worst_hold_slack_ps": 11050,
    },
    "place": {
        "dpl.hpwl_mm": 3.364,
        "placed_cell_area_mm2": 0.001829,
        "port_buffers": 99,
        "finalWeightedCongestion": 0.7698,
        "dp.cells": 252,
    },
    "routing": {
        "antenna_diodes": 0,
        "detail_route.drc_violations": 0,
        "postRouteWirelength_mm": 3.355,
        "route.detailed.wl_per_inst_um": 13.31,
        "via_count": 757,
        "route.antenna.remaining_nets": 0,
        "vias_per_cell": 3.004,
        "drt_pre_antenna_iters": 2,
        "drt_iter0_drc": 3,
    },
    "clock_tree": {
        "cts.repair_timing.setup_buffer_count": 0,
        "post_cts_resize_count": 0,
        "cts_hold_repair.buffers": 0,
    },
    "worst_hold_path": {
        "worst_hold_path_class": "input pin to primary output",
    },
    "run": {
        "maxCapViolCount": 0,
        "openroad.warnings": 33,
    },
    "run_status": {
        "run_status": "complete, no violations",
    },
}
stage by stage:
step                      util (%)  setup WS [ps]
after global placement       20.87           1140
after floorplan                  -           2698
after detailed placement     20.87           1179
final                        20.87           1250
after global routing         20.87          662.1
after CTS                    20.87           1138
Yosys cell counts, drive strengths merged:
cell  instances  area (µm²)
nor2          1       3.750
fa           32       640.6
ha            1       12.51
buf          32       240.2
inv          10       37.54
xor2          1       8.760
worst paths after layout:
kind	startpoint	endpoint	slack, ps	cells after the start
worst max-delay path	a[0]	overflow	1250	39
worst min-delay path	cin	sum[0]	11050	5
cell type report:
cell class / instances / share of cell area, %
inverters: 10 / 2.052
multi-input cells: 35 / 36.39
repair buffers: 99 / 54.17
well taps: 108 / 7.387
where the power goes:
part | switching, mW | internal [mW]
registers | 0 | 0
logic | 0.0122 | 0.0327
clock network | 0 | 0
cell usage in the layout (no fill, tap or decap):
cell type         n
clkdlybuf4s50_1  99
xor2_1            1
ha_1              1
fa_1             32
nor2_1            1
inv_1            10
per-layer routing:
layer | global-route usage (%) | vias up | part of all wire (%)
met5 | 0 | - | 0
met4 | 0 | 0 | 0
met3 | 4.958 | 0 | 29
met2 | 6.944 | 99 | 35
met1 | 5.517 | 334 | 36
li1 | - | 324 | -
cells by family after synthesis:
| kind of cell | count (synthesis) | synth area share (%) |
|---|---|---|
| adders and majority gates | 33 | 69.23 |
| buffers and inverters | 42 | 29.44 |
| xor gates and xnor gates | 1 | 0.9286 |
| and+or+nand+nor | 1 | 0.3975 |
Power is estimated from default activity; no workload was simulated.
